## config.mk

```make
export PLATFORM = sky130hd
export DESIGN_NAME = top_module
export DESIGN_NICKNAME = top_module
export VERILOG_FILES = /design/flow/design.v
export SDC_FILE = /design/flow/constraint.sdc
export NUM_CORES = 4
export LEC_CHECK = 1
export CORE_UTILIZATION = 30
```

## constraint.sdc

```tcl
current_design top_module

set clk_period 4.6
set clk_io_pct 0.2

create_clock -name clk0 -period $clk_period [get_ports {clk}]

set non_clock_inputs [all_inputs -no_clocks]
set_input_delay [expr $clk_period * $clk_io_pct] -clock clk0 $non_clock_inputs
set_output_delay [expr $clk_period * $clk_io_pct] -clock clk0 [all_outputs]
```

## design.v

```verilog
module top_module (input clk, input tx_start, output tx_pin, input rx_pin, output w_led_ale);
    reg [7:0] rx_char;
    reg [7:0] mem [3:0];
    reg [7:0] tx_char;
    reg [32:0] counter; 
    reg [1:0] i;
    reg [1:0] j;
    reg go;
    wire [7:0] w_rx_char;
    reg[22:0] r_cnt_led_ale;
    wire w_rx_done;
    wire w_start_tx;
    reg r_tx_start;
    wire w_tx_complete;
   initial begin
        mem[0] = 8'h61;
        mem[1] = 8'h62;
        mem[2] = 8'h63;
        mem[3] = 8'h64;
        go = 1'h1;
    end
    uart_tx ut (.clk(clk),
                .start_tx(w_start_tx),
                .out(tx_pin),
                .w_out_ff(tx_char),
                .w_tx_complete(w_tx_complete));
    uart_rx urx(.clk(clk),
                .rx_char(w_rx_char),
                .rx_pin(rx_pin),
                .wo_rx_done(w_rx_done));
    always @(posedge clk)
    begin
       rx_char <= w_rx_char;
       if (w_rx_done)
       begin
         mem[i] <= w_rx_char;
         i <= i + 1;
         if (i == 3)
            i <= 0;
       end
       r_cnt_led_ale <= r_cnt_led_ale + 1;
    end
    always @(posedge clk)
    begin
        if (w_tx_complete)
        begin
          j <= j + 1;
          if (j == 3)
             j <= 0;
          go <= 1;
          tx_char <= mem[j];
        end
        else
        begin
          go <= 0;
        end
    end
    assign w_led_ale = r_cnt_led_ale[21];
    assign w_start_tx = go;
endmodule
module uart_rx(input clk, output [7:0] rx_char, input rx_pin, output wo_rx_done);
    reg[31:0] t = 0;
    reg[31:0] t_sampling = 0;
    reg[7:0]  state_rx = 0;
    reg[7:0]  r_rx_char = 8'h41;
    reg r_rx_done;
    always @(posedge clk)
    begin
        t <= t + 1;
        case (state_rx)
        0:  begin
               r_rx_done <= 0;
               if (rx_pin == 0)
               begin
                 state_rx <= 1;
                 t_sampling <= t + (117*2 * 3) / 2;
              end
            end
        1,2,3,4,5,6,7,8:
              if (t == t_sampling)
              begin
                state_rx <= state_rx + 8'h01;
                t_sampling <= t_sampling + 117*2;
                r_rx_char <= (r_rx_char >> 1) | (rx_pin << 7);
              end
        9:
              if (t == t_sampling)
              begin
                r_rx_done <=  1;
                state_rx <= 0;
              end
        endcase
     end
     assign rx_char = r_rx_char;
     assign wo_rx_done = r_rx_done;
endmodule
module uart_tx(input clk, input start_tx, output out, input [7:0] w_out_ff, output w_tx_complete);
    reg[7:0] out_ff;
    reg[4:0] counter = 0;
    reg tx;
    reg [31:0] t;
    reg [31:0] t_sampling;
    reg r_tx_complete;
    always @(posedge clk)
        begin
            t <= t + 1;
            case (counter)
            0: begin
               r_tx_complete <= 0;
               if (start_tx)
               begin
                  tx <= 0;
                  counter <= 1;
                  out_ff <= w_out_ff;  
                  t_sampling <= t + 117 * 2;
               end
               else
                  tx <= 1;   
               end
            1,2,3,4,5,6,7,8:
                  begin
                  r_tx_complete <= 0;  
                  if (t == t_sampling)
                    begin
                      tx <= out_ff[0];
                      out_ff <= out_ff >> 1;
                      counter <= counter + 4'h01;
                      t_sampling <= t + 117 * 2;
                    end
                  end
            9:  begin
                r_tx_complete <= 0;
                if (t == t_sampling)
                begin
                     tx <= 1;  
                     counter <= 10;
                     t_sampling <= t + 117 * 2;
                end
                end
           10: if (t == t_sampling)
                begin
                     counter <= 0;
                     r_tx_complete <= 1;
                end
                else
                     r_tx_complete <= 0;
            endcase
        end
    assign out = tx;
    assign w_tx_complete = r_tx_complete;
endmodule
```

## run.sh

```bash
#!/bin/bash
# OpenROAD 26Q1-2900-gdf79404cd8, Yosys 0.63+post, stock flow scripts
make -C /OpenROAD-flow-scripts/flow DESIGN_CONFIG=/design/flow/config.mk WORK_HOME=/design/flow/orfs finish
```

==> results.toml <==
# implementation run metrics
[logic_synthesis]
syn_inst = 1014
synth_cell_type_count = 51
synth-edff-count = 140
logic_family = "XOR/XNOR gates"
synthArstFlopShare = 0
xor_share = 0.1781
yosysChipArea_sq_mm = 0.01121
top_area_frac = 0.3749
postSynthSeqShare = 0.5302
ys_top_cells_by_area = "edfxtp_1, dfxtp_1, xnor2_1, xor2_1, nand2_1"
synth-compound-area-share = 0.02812
numSynthFlops = 227
synth_warnings = 3
fa_ha_area_frac = 0.02120
syn_area_sq_mm = 0.01121
ys.flop_type = "edfxtp_1"
yosys.area.top_type = "edfxtp_1"
yosys_cells = 1014
synth.area.mux_share = 0.03571
ys_sh_simple = 0.1713
avgSynthCellArea_sq_um = 11.06

[global_route]
antenna_found_initial = 0
use_met2 = 0.1734
grt_pass1_vias = 6753
grt_max_degree = 28
use_met3 = 0.02221
grt_overflow = 0
grt-busiest-layer = "met1"
grt_util_all_layers = 0.1143
grt_first_pass_wirelength_mm = 34.46
met1_usage = 0.1778

[clock_network]
cts_tree = "built"
clkLatencyLatePin_ns = 0.53
cts-root-buf = "clkbuf_16"
hold_buffers = 0
ctsResizeCount = 0
htree_num_levels = 1
post_cts_buffers = 0
clkSlewWorstSetupHoldPaths_ns = 0.06
clockBufferDepth = 3
tritoncts.num_buffers = 25
clock_sinks = 227

[floorplanning]
core_sq_mm = 0.03670
pin_count = 5
fp.dieH_microns = 195.3
fp_util = 0.3056
rows = 70
die-width_microns = 195.3
chipArea_sq_mm = 0.03815

[setup_path]
critical_path.cell_chain = "inv_1 -> ha_1 -> a2111oi_0 -> o21ai_0 -> and2_1 -> buf_4 -> nand3_1 -> a21oi_4 -> buf_4"
cp_max_fo = 27
critPathKind = "reg -> reg"
r2r-end = "urx.t_sampling[4]"
r2r_start = "urx.state_rx[0]"
arrival_ns = 3.46
worst-endpoint-required_ns = 4.80
cp_slowest_stage_delay_ns = 0.52
worstSetupEndpointType = "flip-flop"
critPathMostFrequentCell = "buf_4"
rr_worst_depth = 9
cp-endpoint = "urx.t_sampling[4]"
cp-startpoint = "urx.state_rx[0]"
reg2reg_slack_ns = 1.34
crit_path_start_kind = "flip-flop"
cpMaxStageDelayCell = "a21oi_4"

[routing]
antenna_cells = 0
routedWlPerCell_microns = 13.86
vias = 6851
viasPerCell = 4.638
routed_wl_mm = 20.46
ant_nets = 0
drt-pass1-iter-count = 5
drc = 0
drt-initial-drc-count = 330

[sta]
whs_ns = 0.4073
finalCritPeriodShare = 0.7079
maxSlewHeadroom = 0.3520
hold_viol_final = 0
clock.fmax_ghz = 0.3071
slew_violations = 0
skew_ns = 0.007912
rsz0062_at_grt = "no"
finalSetupViolCount = 0
tightest_slew_ns = 0.9631
fin_tns_setup_ns = 0
fin_crit_ns = 3.257

[final_layout]
register_area_sq_mm = 0.005946
logic_area_sq_mm = 0.004912
area_delta_synth_final_pct = 10.70
fill_cells = 3536
post-route-util = 0.3383
drive_above_1_share = 0.06343

[outcome]
status = "finished, final reports clean"

[pwr]
leakage_nw = 4.221
power_density_mw_per_mm2 = 350.4
ir_drop_uv = 233.5
power_w = 0.004350

[job]
tool_warnings = 36
cap_violations = 0

[placement]
place.detailed.hpwl_mm = 14.03
place.gp.congestion = 0.8294
io_buffers = 3

[min_path]
hold_path.class = "reg -> reg"
## flip-flops by register name (all words and copies together), names as in the netlist
signal / cells
i: 2
urx.r_rx_char: 8
mem: 32
ut.out_ff: 8
urx.state_rx: 8
urx.r_rx_done: 1
r_cnt_led_ale: 22
tx_char: 8
ut.tx: 1
ut.counter: 5
urx.t_sampling: 32
ut.t_sampling: 32
ut.r_tx_complete: 1
urx.t: 32
j: 2
go: 1
ut.t: 32
## metal layers
metal / vias up / routed length (microns)
met4: 0 / 388
met1: 3199 / 9871
met2: 111 / 9337
met3: 30 / 866
li1: 3511 / -
met5: - / 0
## logic make-up (layout without fill, tap and decap cells)
group / Yosys count / after routing
AND/OR/NAND/NOR: 373 / 373
AND-OR/OR-AND: 48 / 48
buffers and inverters: 88 / 79
adder cells (fa/ha/maj): 19 / 19
other: 1 / 5
XOR/XNOR: 228 / 228
flip-flops: 227 / 227
multiplexers: 30 / 30
## worst min-delay path by stage
stage	slack (ns)	cells past startpoint	from	end
CTS	0.41	1	r_cnt_led_ale[0]	r_cnt_led_ale[0]
global route	0.44	1	r_cnt_led_ale[0]	r_cnt_led_ale[0]
finish	0.41	1	r_cnt_led_ale[0]	r_cnt_led_ale[0]
## Yosys cell counts, types with 3 or more instances
library cell / number
buf_2: 15
nand3_1: 50
nand4_1: 53
clkbuf_1: 37
nor3_1: 25
edfxtp_1: 140
xnor2_1: 146
mux2i_1: 22
mux4_2: 8
or2_2: 3
o21ai_0: 6
buf_4: 9
o211ai_1: 3
a21oi_1: 19
nor2b_1: 4
inv_1: 22
or3_1: 7
nor2_1: 53
ha_1: 19
and2_1: 14
xor2_1: 82
o21a_1: 3
and3_1: 25
nand2_1: 98
and4_1: 9
nand3b_1: 4
nand4b_1: 3
dfxtp_1: 87
nor4_1: 19
## critical path, delay by kind of cell, from the launching register on
family / cells / cell delay [ns]
AOI/OAI and AO/OA: 3 / 0.97
adders and majority gates: 1 / 0.20
buffers and inverters: 3 / 0.90
DFF: 1 / 0.44
and+or+nand+nor: 2 / 0.41
## metrics by stage
step	std cells	area, sq um	setup WS, ns
after floorplan	1018	11230	1.118
after global placement	1431	11620	1.424
after detailed placement	1431	11620	1.322
after CTS	1477	12410	1.324
after global routing	1477	12410	1.062
final	1477	12410	1.343
## report_power, final
group          leakage [nW]  internal, W  switching, W
sequential             1.90      0.00226     0.0000229
combinational          1.93    0.0000475     0.0000810
clock                 0.395      0.00113      0.000807
## area by class of cell
cell class / instances / area share
Clock buffer: 31 / 0.05302
Timing Repair Buffer: 11 / 0.007257
Tap cell: 468 / 0.04717
Inverter: 22 / 0.006653
Clock inverter: 15 / 0.01119
Multi-Input combinational cell: 703 / 0.3957
Sequential cell: 227 / 0.4790
## cells in the final DEF (no fill, tap or decap), drive strengths merged, types with 9 or more instances in the layout
cell and instances:
clkbuf 31, edfxtp 140, nor3 25, and4 9
a21oi 19, xor2 82, dfxtp 87, nor4 20
clkinv 11, nand4 54, nor2 53, inv 23
ha 19, nand3 50, and2 15, mux2i 22
xnor2 146, and3 25, nand2 98
Power is estimated from default activity; no workload was simulated.
